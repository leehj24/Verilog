==> config.mk <==
export PLATFORM = sky130hd
export DESIGN_NAME = textlcd
export DESIGN_NICKNAME = textlcd
export VERILOG_FILES = /design/flow/design.v
export SDC_FILE = /design/flow/constraint.sdc
export NUM_CORES = 4
export LEC_CHECK = 1
export CORE_UTILIZATION = 40
==> constraint.sdc <==
current_design textlcd

set clk_period 3.5
set clk_io_pct 0.2

create_clock -name clk0 -period $clk_period [get_ports {CLK_50}]

set non_clock_inputs [all_inputs -no_clocks]
set_input_delay [expr $clk_period * $clk_io_pct] -clock clk0 $non_clock_inputs
set_output_delay [expr $clk_period * $clk_io_pct] -clock clk0 [all_outputs]
==> design.v <==
module textlcd(CLK_50, KEY, LCD_RS, LCD_RW, LCD_EN, LCD_D, LCD_ON, LCD_BLON);
	input CLK_50;
	input [3:0] KEY;
	output LCD_RS, LCD_RW, LCD_EN;
	output [7:0] LCD_D;
	output LCD_ON, LCD_BLON;
	wire start, RS, done;
	wire [7:0] data;
	wire CS = 1'b1;
	wire clk50 = CLK_50;
	wire reset = ~KEY[0];
	lcd_test u1 (clk50, reset, start, RS, data, done);
	lcd_controller u2 (clk50, reset, start, CS, RS, data, done, LCD_RS, LCD_RW, LCD_EN, LCD_D);
	assign LCD_ON = 1'b1;
	assign LCD_BLON = 1'b1;
endmodule
module lcd_test(clk, reset, start, RS, data, done);
	input clk;		 
	input reset;
	output start, RS;
	output [7:0] data;
	input done;
	reg [5:0] index;
	reg [7:0] data; 
	reg [1:0] state;
	reg [17:0] count;
	reg RS, halt;
	wire start;
	localparam DELAY = 18'h320C0;		 
	localparam INIT = 0;
	localparam LINE1 = INIT + 4;
	localparam LINE2 = LINE1 + 7;
	localparam LAST = LINE2 + 11;
	localparam S0=0, S1=1, S2=2, S3=3;
	always @(posedge clk or posedge reset) begin
		if (reset) begin
			state <= S0;
			count <= 0;
			index <= INIT; 
		end
		else begin
			case (state)
			 S0:	if (~halt) state <= S1;	 
			 S1:	state <= S2;		 
			 S2:	if (done) begin		 
					state <= S3;
					index <= index + 1;
				end
			 S3:	if (count==DELAY) begin	 
					state <= 0;
					count <= 0;
				end
				else count <= count + 1;
			 default: state <= 0;
			endcase
		end
	end
	assign start = (state==1);
	always @* begin
		data = 8'b0;
		halt = 0;
		RS = 1;		 
		case (index)
		 INIT:		begin data=8'b0011_1100; RS=0; end	 
		 INIT+1:	begin data=8'b0000_1100; RS=0; end	 
		 INIT+2:	begin data=8'b0000_0110; RS=0; end	 
		 INIT+3:	begin data=8'b0000_0001; RS=0; end	 
		 LINE1:		begin data=8'b1000_0000; RS=0; end	 
		 LINE1+1:	data = "Y";
		 LINE1+2:	data = "o";
		 LINE1+3:	data = "n";
		 LINE1+4:	data = "s";
		 LINE1+5:	data = "e";
		 LINE1+6:	data = "i";
		 LINE2:		begin data=8'b1100_0000; RS=0; end	 
		 LINE2+1:	data = "U";
		 LINE2+2:	data = "n";
		 LINE2+3:	data = "i";
		 LINE2+4:	data = "v";
		 LINE2+5:	data = "e";
		 LINE2+6:	data = "r";
		 LINE2+7:	data = "s";
		 LINE2+8:	data = "i";
		 LINE2+9:	data = "t";
		 LINE2+10:	data = "y";
		 LAST:		halt=1;
		 default:	halt=1;
		endcase
	end
endmodule
module lcd_controller(clk, reset, start, CS, RS, data, done, LCD_RS, LCD_RW, LCD_E, LCD_data);
	input clk;				 
	input reset, start;
	input CS, RS;
	input [7:0] data;
	output done;
	output LCD_RS, LCD_RW, LCD_E;
	output [7:0] LCD_data;
	reg [2:0] state;
	reg [3:0] count;
	localparam	S0=0, S1=1, S2=2, S3=4, S4=3;	 
	localparam 	PW_E = 12;	 
	assign LCD_RS = RS;			 
	assign LCD_RW = 1'b0;		 
	assign LCD_data = data;		 
	always @(posedge clk or posedge reset) begin
		if (reset) state <= S0;
		else
			case (state) 
			 S0: if (start & CS) state <= S1;
			 S1: state <= S2;
			 S2: state <= S3;
			 S3: if (count < PW_E-1) count <= count + 1;
			     else begin state<= S4; count <= 0; end
			 S4: state <= S0;
			 default: state <= S0;
			endcase
	end
	assign LCD_E = (state==S3);
	assign done = (state==S4);
endmodule
==> run.sh <==
#!/bin/bash
# OpenROAD 26Q1-2900-gdf79404cd8, Yosys 0.63+post, stock flow scripts
make -C /OpenROAD-flow-scripts/flow DESIGN_CONFIG=/design/flow/config.mk WORK_HOME=/design/flow/orfs finish
==> impl_metrics.env <==
# source this file to load flow results
export IMPL_status="completed"
export IMPL_power_density_mw_per_mm2=369
export IMPL_final_area_mm2=0.00240
export IMPL_core_rowCount=26
export IMPL_cts_sinks=37
export IMPL_tns_ps=0
export IMPL_top_cells_by_area="dfrtp_1, ha_1, edfxtp_1, xnor2_1, nand2_1"
export IMPL_synthCells=218
export IMPL_drt_initial_drc_count=84
export IMPL_crit_fanout=10
export IMPL_synthDistinctLibCells=40
export IMPL_finalCritPeriodShare_pct=89.6
export IMPL_cp_arrival_ps=2440
export IMPL_tool_warnings=36
export IMPL_antenna_found_initial=0
export IMPL_clk_latency_ps=290
export IMPL_fin_util_pct=47.3
export IMPL_postLayoutSetupSlackWorst_ps=363
export IMPL_synth_area_mm2=0.00210
export IMPL_core_area_mm2=0.00507
export IMPL_firstDrtPassIters=4
export IMPL_holdCritPathClass="reg -> reg"
export IMPL_leakage_nw=1.08
export IMPL_cp_cell_sequence="inv_1, ha_1, mux2i_1, a211o_1, a21oi_1, clkdlybuf4s50_1"
export IMPL_core_util_floorplan_pct=41.5
export IMPL_rsz0062_at_grt="false"
export IMPL_numCtsBuffers=5
export IMPL_cpMaxStageDelayCell="dfrtp_1"
export IMPL_cts_htree_levels=2
export IMPL_lay_top_count="dfrtp_1"
export IMPL_place_ws_ps=681
export IMPL_grt_pass1_wl_mm=6.29
export IMPL_setup_viol=0
export IMPL_max_slew_margin_pct=47.5
export IMPL_die_area_mm2=0.00556
export IMPL_total_power_mw=0.887
export IMPL_maxSlewViolCount=0
export IMPL_min_period_ps=3140
export IMPL_grt_usage_pct=15.2
export IMPL_vdd_drop_max_v=0.000252
export IMPL_max_freq_ghz=0.319
export IMPL_final_layout_size_suffix_gt1_share_pct=6.11
export IMPL_slowest_delay_ps=540
export IMPL_fin_cells=299
export IMPL_yosys_cells=218
export IMPL_fin_worst_skew_ps=4.44
export IMPL_max_cap_violations=0
export IMPL_grt_max_degree=35
export IMPL_cts_tree="done"
export IMPL_dr_total_vias=1500
export IMPL_cts_root_buf="clkbuf_8"
export IMPL_ys_area_mm2=0.00210
export IMPL_synth_area_per_cell_um2=9.65
export IMPL_cts_buffer_depth=2
export IMPL_dp_hpwl_mm=2.52
export IMPL_crit_required_ps=2800
export IMPL_final_cell_mix="dfrtp_1, nand2_1, o21ai_0, nor2_1"
export IMPL_dp_cells=291
export IMPL_clk_pin_slew_ps=80
export IMPL_n_antenna_cell=0
export IMPL_ys_warn_count=2
export IMPL_ys_seq_share_pct=45.1
export IMPL_place_congestion=0.812
export IMPL_hold_buffers=0
export IMPL_holdWs_ps=368
export IMPL_max_slew_worst_pin_slew_ps=782
export IMPL_first_global_vias=1333
export IMPL_top_area_cell="dfrtp_1"
export IMPL_cts_resized_gates=0
export IMPL_cts_setup_buffers=0
export IMPL_placed_area_mm2=0.00226
export IMPL_edf_count=4
export IMPL_vias_per_cell=5.02
export IMPL_ant_nets=0
export IMPL_wirelength_mm=3.64
export IMPL_top_area_share_pct=36.9
export IMPL_numPortBuffers=11
export IMPL_flop_cell="dfrtp_1"
export IMPL_finalHoldViolCount=0
export IMPL_ys_ff=37
export IMPL_remaining_drc_errors=0
export IMPL_cp_end_kind="output pin"
export IMPL_start_kind="flip-flop"
export IMPL_die_h_um=74.5
export IMPL_grt_ovfl_total=0
export IMPL_wire_per_inst_um=12.2
export IMPL_syn_to_final_growth_pct=14.1
export IMPL_pin_count=18
export IMPL_async_reset_ff_share_pct=89.2
export IMPL_critPathKind="reg -> out"
export IMPL_fp_dieW_um=74.5
[cell usage after synthesis (7+ instances only)]
cell	count
a21oi_1	10
dfrtp_1	31
ha_1	12
inv_1	12
nand2_1	20
nand4_1	9
nor2_1	14
o21ai_0	15
xnor2_1	12
xor2_1	7
[flip-flops by register name (all words and copies together) (netlist names)]
name and cells:
u2.count 4, u1.index 6, u1.state 4, u1.count 18
u2.state 5
[routing by layer]
metal / track usage, % / part of all wire (%) / vias up / routed length (um)
li1: - / - / 773 / -
met1: 26.4 / 51 / 705 / 1860
met2: 21.4 / 45 / 15 / 1630
met3: 2.61 / 2.7 / 7 / 98
met4: 1.89 / 1.5 / 0 / 54
met5: 0 / 0 / - / 0
[critical path: cells and delay by family, from the launching register on]
| kind | cells | cell delay (ps) |
|---|---|---|
| buffers and inverters | 2 | 640 |
| flip-flops | 1 | 540 |
| adder cells (fa/ha/maj) | 1 | 420 |
| AND-OR/OR-AND | 2 | 440 |
| multiplexers | 1 | 100 |
[worst paths after layout]
| check | slack, ps | cells after the start | endpoint | startpoint |
|---|---|---|---|---|
| hold / removal | 370 | 0 | u2.state[2] | u2.state[3] |
| hold reg to reg | 370 | 0 | u2.state[2] | u2.state[3] |
| setup / recovery | 360 | 6 | LCD_D[3] | u1.index[1] |
| setup reg to reg | 1510 | 6 | u1.state[0] | u1.count[0] |
| max in group asynchronous | 2370 | 2 | u2.state[0] | KEY[0] |
| min in group asynchronous | 800 | 2 | u1.count[10] | KEY[0] |
[power breakdown]
part           total (mW)  switching, mW  internal (mW)  leakage [nW]
registers           0.433              0          0.433         0.501
logic             0.00886        0.00716        0.00170         0.509
clock network       0.446          0.159          0.287        0.0687
total               0.887          0.166          0.721          1.08
[logic make-up (layout without fill, tap and decap cells)]
logic type	Yosys count	count (layout)	synth area share, %
AND/OR/NAND/NOR	83	83	21.6
AND-OR/OR-AND	40	40	11.5
flip-flops	37	37	45.1
buffers and inverters	22	32	4.46
XOR/XNOR	19	19	7.91
adder cells (fa/ha/maj)	12	12	7.13
multiplexers	3	3	2.02
other	2	3	0.357
[layout make-up]
class                      count  area (um^2)
inverter                      12         45.0
multi-input combinational    160         1070
clock inverter                 3         68.8
fill                         481         2670
sequential                    37          948
tap                           70         87.6
timing repair buffer          12          118
clock buffer                   5         68.8
No activity file was given, so power comes from the tool's default toggle rates.
